$ cat ./constraint.sdc
current_design ProgramCounter

set clk_period 5.7
set clk_io_pct 0.2

create_clock -name clk0 -period $clk_period [get_ports {Clock}]

set non_clock_inputs [all_inputs -no_clocks]
set_input_delay [expr $clk_period * $clk_io_pct] -clock clk0 $non_clock_inputs
set_output_delay [expr $clk_period * $clk_io_pct] -clock clk0 [all_outputs]
$ cat ./run.sh
#!/bin/bash
# OpenROAD 26Q1-2900-gdf79404cd8, Yosys 0.63+post, stock flow scripts
make -C /OpenROAD-flow-scripts/flow DESIGN_CONFIG=/design/flow/config.mk WORK_HOME=/design/flow/orfs finish
$ cat ./config.mk
export PLATFORM = sky130hd
export DESIGN_NAME = ProgramCounter
export DESIGN_NICKNAME = ProgramCounter
export VERILOG_FILES = /design/flow/design.v
export SDC_FILE = /design/flow/constraint.sdc
export NUM_CORES = 4
export LEC_CHECK = 1
export CORE_AREA = 10 10 98 98
export DIE_AREA = 0 0 108 108
$ cat ./design.v
package InstructionSetPkg;
	parameter DataWidth       = 4;
	typedef enum logic [3:0] 
	{
		JR    = 4'd0,
		LOAD  = 4'd1, 
		STORE = 4'd2, 
		MOVE  = 4'd3,
		NAND  = 4'd4,
		NOR   = 4'd5,
		ROL   = 4'd6, 
		ROR   = 4'd7, 
		LIL   = 4'd8, 
		LIU   = 4'd9, 
		ADC   = 4'd10, 
		SUB   = 4'd11, 
		DIV   = 4'd12, 
		MOD   = 4'd13, 
		MUL   = 4'd14, 
		MUH   = 4'd15
	} eOperation;
	typedef struct packed
	{
		logic Overflow;
		logic Parity;
		logic Negative;
		logic Zero;
		logic Carry;
	} sFlags;
	parameter ImmediateWidth     =    DataWidth/3  + DataWidth%3;
	parameter ImmediateMidStart  =    DataWidth/3  + DataWidth%3;
	parameter ImmediateHighStart = 2*(DataWidth/3) + DataWidth%3;
	parameter AddressWidth    = 16;
	parameter RfAddressWidth  =  6;
	parameter MemAddressWidth = 16;
	parameter OffsetWidth     =  9;
	parameter OpCodeStart     = 12;
	parameter OpCodeSize      =  4;
	parameter RegAStart       =  6;
	parameter RegASize        =  6;
	parameter RegBStart       =  0;
	parameter RegBSize        =  6;
	typedef enum {SPECIAL_PC = 63,SPECIAL_FL = 62} eSpecials;
endpackage
module ProgramCounter (   
    input  logic              Clock,
    input  logic              Reset,
    input  logic signed [15:0] LoadValue,
    input  logic              LoadEnable,
    input  logic signed [8:0]  Offset,
    input  logic              OffsetEnable,
    output logic signed [15:0] CounterValue
);
    logic signed [15:0] NextCounterValue;
    always_ff @(posedge Clock) begin
        if (Reset) begin
            CounterValue <= 16'sd0;    
        end else begin
            CounterValue <= NextCounterValue;
        end
    end
    always_comb begin
        NextCounterValue = CounterValue + 16'sd1;
        if (LoadEnable) begin
            NextCounterValue = LoadValue;
        end else if (OffsetEnable) begin
            NextCounterValue = CounterValue + Offset;
        end
    end
endmodule
==> GITHUB_STEP_SUMMARY <==
### Yosys + OpenROAD results

| Metric | Value |
|---|---|
| Post-Syn Instances | 187 |
| Maximum buffer depth of the clock tree | 2 |
| Largest register FFs | 16 |
| Area of all placed cells without fillers | 1990 um2 |
| Grt total ovfl | 0 |
| Pre-Repair DR Iteration Count | 4 |
| Max Freq | 268 MHz |
| Worst setup slack after layout | 1970 ps |
| Ratio of total power to cell area | 188 nW/um2 |
| Tool warnings | 25 |
| Layout fillers | 823 |
| Average wire per standard cell | 13.8 um |
| H-tree depth reported by CTS | 1 |
| Setup CP Type | in2reg |
| Cell area after placement | 1940 um2 |
| Final Max Tran Viols | 0 |
| Via count of the first global-routing pass | 1448 |
| Largest logic family | simple AND/OR/NAND/NOR gates |
| I/O Buffers | 44 |
| Worst clock skew on the final layout | 7.58 ps |
| Critical path startpoint | OffsetEnable |
| Die span in y | 108 um |
| Total inserted antenna cells | 0 |
| Clock transition at the register clock pins on the worst setup and hold paths after CTS | 80 ps |
| Worst hold-check path type | reg2reg |
| Unrepaired setup endpoints after global routing | false |
| Number of core rows | 32 |
| Reg-to-reg startpoint | CounterValue[0] |
| Vias after detailed routing | 1463 |
| Worst Hold Margin | 648 ps |
| Synthesized area per cell | 7.51 um2 |
| Number of routed nets with antenna violations | 0 |
| Maximum number of pins on one net before global-route repair | 26 |
| Worst path max stage delay | 670 ps |
| Launching element type of the critical path | input port |
| CTS Hold Buffers Added | 0 |
| Peak supply drop | 0.0848 mV |
| Combined global-route utilization of all metal layers | 0.0788 |
| I/O Pins | 45 |
| Headroom to the max-slew limit | 0.655 |
| Last weighted congestion value of the routability-driven placer | 0.829 |
| PostCTS Resize Cnt | 0 |
| Share of the cycle needed by the critical path after routing | 0.655 |
| Clock root cell | clkbuf_8 |
| Antenna violations before repair | 0 |
| Met2 layer usage reported by global route | 0.118 |
| Period minus WS final | 3730 ps |
| DP Worst Slack | 1690 ps |
| TNS Setup | 0 ps |
| Share of the core filled by cells before placement | 0.184 |
| DRC violation count after routing | 0 |
| Synthesized area | 1410 um2 |
| Number of vias per cell | 4.47 |
| Yosys warning tally | 1 |
| Initial DRC count | 108 |
| Most used DFF post-synth | dfxtp_1 |
| Highest fanout seen on the critical path | 11 |
| Crit path required time | 5850 ps |
| Endpoint arrival time on the critical path | 3880 ps |
| Global routing met3 resource utilization | 0.0247 |
| Regs by FF count | CounterValue (16) |
| LEAKAGE | 0.761 nW |
| Core occupancy in the finished layout | 0.260 |
| Chain of cells forming the critical path | clkdlybuf4s50_1, nand2b_1, ha_1, fa_1, a21o_1, a221oi_2, o21ai_2, mux2i_1, nor4b_1, a211o_1 |
| Post-Synth Simple-Gate Area | 0.346 |
| Complex Gates by Area | 0.188 |
| Count of instantiated cells in the yosys netlist | 187 |
| TritonCTS Buffers | 3 |
| Slew of the pin with the lowest slew margin | 511 ps |
| Yosys adder share | 0.0855 |
| Share of the synthesized netlist area taken by xor and xnor gates | 0.0686 |
| Critical path capture point type | register |
| CTS tree | done |
| Post-detailed-routing wire length | 4530 um |
| Most flops, register | CounterValue |
| Worst hold path startpoint | CounterValue[0] |
| Clock insertion delay at the later pin of the skew report | 260 ps |
| Met1 capacity usage during global routing | 0.112 |
| Post-synth seq share | 0.228 |
| Number of library cell types mapped by synthesis | 44 |
| Final setup vio count | 0 |
| Share of final-layout standard cells stronger than drive strength 1 | 0.0444 |
| Number of enable-type register cells in the synthesized netlist | 0 |
| Number of sinks on the clock net | 16 |
| Busiest layer in global routing | met2 |
| Chip area | 11700 um2 |
| Area growth from synthesis to final layout | 41.7% |
| Max Cap Violations | 0 |
| Placeable Area | 7650 um2 |
| Chip area estimate from yosys synthesis | 1410 um2 |
| Area fraction in mux cells | 0.0436 |
| Number of buffers inserted to repair setup after CTS | 0 |
| Worst-path cell with the longest stage delay | clkdlybuf4s50_1 |
| Horizontal die size | 108 um |
| DPL Wire Length | 3490 um |
| Asr flop ratio synth | 0 |
| Post-synth regs | 16 |
| Run status | finished, final reports clean |
| Wire length of the first global-routing pass | 7510 um |
| Count of final hold-check violations | 0 |
-- path summary, 6_finish.rpt --
kind,endpoint,slack [ps],cells past startpoint
setup / recovery,CounterValue[10],1970,10
hold / removal,CounterValue[0],650,3
hold reg to reg,CounterValue[0],650,3
setup reg to reg,CounterValue[10],3290,8
-- logic make-up after synthesis --
group / Yosys count
buffers and inverters: 13
XOR/XNOR: 11
flip-flops: 16
adder cells (fa/ha/maj): 9
multiplexers: 6
AND/OR/NAND/NOR: 94
AND-OR/OR-AND: 38
-- cell usage in the layout, fill, tap and decap left out, types with 2 or more instances in the layout --
| cell | n |
|---|---|
| mux2i_1 | 5 |
| nor2_1 | 16 |
| and4_1 | 2 |
| a211oi_1 | 3 |
| clkdlybuf4s50_1 | 44 |
| a31oi_1 | 2 |
| xnor2_1 | 7 |
| o22ai_1 | 2 |
| nand2_1 | 27 |
| nor4b_1 | 3 |
| or3_1 | 2 |
| and2_1 | 11 |
| o21ai_1 | 2 |
| and3_1 | 2 |
| a21oi_1 | 13 |
| nor3_1 | 8 |
| clkbuf_8 | 4 |
| a21o_1 | 2 |
| xor2_1 | 4 |
| nor4_1 | 3 |
| dfxtp_1 | 16 |
| nand3_1 | 8 |
| nand3b_1 | 2 |
| nand2b_1 | 2 |
| nor2b_1 | 3 |
| ha_1 | 8 |
| buf_4 | 2 |
| o211ai_1 | 3 |
| or4_1 | 3 |
| a211o_1 | 2 |
-- area by class of cell --
type / count / area [um2] / share of cell area
Inverter: 1 / 3.75 / 0.00189
Timing Repair Buffer: 46 / 455 / 0.229
Sequential cell: 16 / 320 / 0.161
Clock buffer: 4 / 55.1 / 0.0277
Tap cell: 102 / 128 / 0.0641
Multi-Input combinational cell: 158 / 1030 / 0.517
-- synthesized netlist by cell type, drive strengths merged, types with 2 or more instances --
| library cell | count | area share |
|---|---|---|
| o22ai | 2 | 0.0089 |
| a211o | 2 | 0.012 |
| o21ai | 4 | 0.017 |
| nor3b | 2 | 0.014 |
| mux2i | 5 | 0.036 |
| and3 | 2 | 0.0089 |
| buf | 7 | 0.024 |
| xor2 | 4 | 0.025 |
| and4 | 2 | 0.012 |
| or3 | 2 | 0.0089 |
| nor4b | 3 | 0.019 |
| a21o | 2 | 0.011 |
| nand3b | 2 | 0.011 |
| nor3 | 8 | 0.028 |
| a21oi | 13 | 0.046 |
| dfxtp | 16 | 0.23 |
| nand3 | 8 | 0.028 |
| o211ai | 4 | 0.025 |
| a211oi | 3 | 0.016 |
| and2 | 11 | 0.049 |
| nand2b | 2 | 0.0089 |
| a31oi | 2 | 0.0089 |
| nor2b | 3 | 0.013 |
| clkbuf | 5 | 0.013 |
| nor2 | 16 | 0.043 |
| nand2 | 27 | 0.072 |
| nor4 | 3 | 0.013 |
| or4 | 3 | 0.016 |
| ha | 8 | 0.071 |
| xnor2 | 7 | 0.044 |
| a221oi | 2 | 0.017 |
-- power breakdown --
part           switching, mW  internal [mW]  total [mW]
logic                 0.0555         0.0714       0.127
registers             0.0151          0.122       0.137
clock network         0.0478         0.0615       0.109
total                  0.118          0.255       0.374
-- critical path, delay by kind of cell --
family / cells / cell delay [ps]
buf+inv: 1 / 670
simple gates: 2 / 170
compound gates: 4 / 1050
mux: 1 / 220
fa+ha+maj: 2 / 620
-- routing by layer --
metal / share of wire / vias to the layer above / wire (um)
met3: 0.082 / 4 / 370
met4: 0.0073 / 0 / 33
met1: 0.49 / 658 / 2200
li1: - / 754 / -
met2: 0.42 / 47 / 1920
met5: 0 / - / 0
-- stage by stage --
step | cells | total power [mW]
2_1_floorplan | 187 | 0.210
3_3_place_gp | 323 | 0.266
3_5_place_dp | 323 | 0.267
4_1_cts | 327 | 0.377
5_1_grt | 327 | 0.402
6_report | 327 | 0.374
Power figures rest on the tool's default switching activity, not on a simulated workload.
