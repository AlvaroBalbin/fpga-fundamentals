==> design/flow/design.v <==
package InstructionSetPkg;
	parameter DataWidth       = 4;
	typedef enum logic [3:0] 
	{
		JR    = 4'd0,
		LOAD  = 4'd1, 
		STORE = 4'd2, 
		MOVE  = 4'd3,
		NAND  = 4'd4,
		NOR   = 4'd5,
		ROL   = 4'd6, 
		ROR   = 4'd7, 
		LIL   = 4'd8, 
		LIU   = 4'd9, 
		ADC   = 4'd10, 
		SUB   = 4'd11, 
		DIV   = 4'd12, 
		MOD   = 4'd13, 
		MUL   = 4'd14, 
		MUH   = 4'd15
	} eOperation;
	typedef struct packed
	{
		logic Overflow;
		logic Parity;
		logic Negative;
		logic Zero;
		logic Carry;
	} sFlags;
	parameter ImmediateWidth     =    DataWidth/3  + DataWidth%3;
	parameter ImmediateMidStart  =    DataWidth/3  + DataWidth%3;
	parameter ImmediateHighStart = 2*(DataWidth/3) + DataWidth%3;
	parameter AddressWidth    = 16;
	parameter RfAddressWidth  =  6;
	parameter MemAddressWidth = 16;
	parameter OffsetWidth     =  9;
	parameter OpCodeStart     = 12;
	parameter OpCodeSize      =  4;
	parameter RegAStart       =  6;
	parameter RegASize        =  6;
	parameter RegBStart       =  0;
	parameter RegBSize        =  6;
	typedef enum {SPECIAL_PC = 63,SPECIAL_FL = 62} eSpecials;
endpackage
module compare4 (
    input  [3:0] secret,
    input  [3:0] guess,
    output       is_equal,
    output       is_greater,   
    output       is_less       
);
    assign is_equal   = (guess == secret);
    assign is_greater = (guess >  secret);
    assign is_less    = (guess <  secret);
endmodule
module guessingGameTop (
    input  logic       CLOCK_50,
    input  logic [9:0] SW,                  
    input  logic [3:0] KEY,                 
    output logic [9:0] LEDR,                
    output logic [6:0] HEX0, HEX1, HEX2, HEX3, HEX4, HEX5
);
    logic [3:0] secret_reg;
    logic [3:0] guess;
    logic eq, gt, lt;
    logic reveal_on;
    initial reveal_on = 1'b0;
    assign guess = SW[7:4];
    always_ff @(negedge KEY[0]) begin
        secret_reg <= SW[3:0];
    end
    always_ff @(negedge KEY[1]) begin
        reveal_on <= ~reveal_on;
    end
    compare4 thecomparer (
        .secret     (secret_reg),
        .guess      (guess),
        .is_equal   (eq),
        .is_greater (gt),
        .is_less    (lt)
    );
    logic [25:0] slow_cnt;
    logic [6:0]  anim_leds;
    always_ff @(posedge CLOCK_50) begin
        slow_cnt <= slow_cnt + 1;
    end
    always_comb begin
        if (eq) begin
            case (slow_cnt[25:23])
                3'd0: anim_leds = 7'b0000001;
                3'd1: anim_leds = 7'b0000011;
                3'd2: anim_leds = 7'b0000111;
                3'd3: anim_leds = 7'b0001111;
                3'd4: anim_leds = 7'b0011111;
                3'd5: anim_leds = 7'b0111111;
                3'd6: anim_leds = 7'b1111111;
                default: anim_leds = 7'b0000000;
            endcase
        end else begin
            anim_leds = 7'b0000000;
        end
    end
    always_comb begin
        LEDR = 10'b0;
        LEDR[0] = eq;
        LEDR[1] = gt;
        LEDR[2] = lt;
        LEDR[9:3] = anim_leds;
    end
    logic [6:0] hex_guess;
    logic [6:0] hex_secret;
    seven_seg_hex u_guess (
        .hex_in (guess),
        .seg    (hex_guess)
    );
    seven_seg_hex u_secret (
        .hex_in (secret_reg),
        .seg    (hex_secret)
    );
    assign HEX0 = hex_guess;
    assign HEX1 = (reveal_on) ? hex_secret : 7'b1111111;
    assign HEX2 = 7'b1111111;
    assign HEX3 = 7'b1111111;
    assign HEX4 = 7'b1111111;
    assign HEX5 = 7'b1111111;
endmodule
module seven_seg_hex (
    input      [3:0] hex_in,
    output reg [6:0] seg
);
always @* begin
    case (hex_in)
        4'h0: seg = 7'b1000000;  
        4'h1: seg = 7'b1111001;  
        4'h2: seg = 7'b0100100;  
        4'h3: seg = 7'b0110000;  
        4'h4: seg = 7'b0011001;  
        4'h5: seg = 7'b0010010;  
        4'h6: seg = 7'b0000010;  
        4'h7: seg = 7'b1111000;  
        4'h8: seg = 7'b0000000;  
        4'h9: seg = 7'b0010000;  
        4'hA: seg = 7'b0001000;  
        4'hB: seg = 7'b0000011;  
        4'hC: seg = 7'b1000110;  
        4'hD: seg = 7'b0100001;  
        4'hE: seg = 7'b0000110;  
        4'hF: seg = 7'b0001110;  
        default: seg = 7'b1111111;  
    endcase
end
endmodule
==> design/flow/run.sh <==
#!/bin/bash
# OpenROAD 26Q1-2900-gdf79404cd8, Yosys 0.63+post, stock flow scripts
make -C /OpenROAD-flow-scripts/flow DESIGN_CONFIG=/design/flow/config.mk WORK_HOME=/design/flow/orfs finish
==> design/flow/config.mk <==
export PLATFORM = sky130hd
export DESIGN_NAME = guessingGameTop
export DESIGN_NICKNAME = guessingGameTop
export VERILOG_FILES = /design/flow/design.v
export SDC_FILE = /design/flow/constraint.sdc
export NUM_CORES = 4
export LEC_CHECK = 1
export CORE_UTILIZATION = 30
==> design/flow/constraint.sdc <==
current_design guessingGameTop

set clk_period 4.1
set clk_io_pct 0.2

create_clock -name clk0 -period $clk_period [get_ports {CLOCK_50}]
create_clock -name clk1 -period $clk_period [get_ports {KEY}]

set non_clock_inputs [all_inputs -no_clocks]
set_input_delay [expr $clk_period * $clk_io_pct] -clock clk0 $non_clock_inputs
set_output_delay [expr $clk_period * $clk_io_pct] -clock clk0 [all_outputs]
==> flow_metrics.env <==
# implementation run metrics
export IMPL_status="finished, violations left"
export IMPL_violations="negative setup slack"
export IMPL_cp_max_fo=2
export IMPL_synth_chip_area_um2=2200
export IMPL_crit_required_ps=3280
export IMPL_finalPower_mw=0.761
export IMPL_max_cap_violations=0
export IMPL_gp_congestion=0.785
export IMPL_timing_final_hold_violations=0
export IMPL_yosysCellCount=239
export IMPL_cts_tree="done"
export IMPL_cts_hold_buf=0
export IMPL_ys_top_cells_by_area="dfxtp_1 (35%), buf_4 (11%), ha_1 (9.7%), xnor2_1 (6.8%), xor2_1 (3.2%)"
export IMPL_clkTransAtPathRegs_ps=80
export IMPL_tns_ps=-2590
export IMPL_core_area_um2=6940
export IMPL_fp_dieH_um=87.6
export IMPL_synth_cell_types=35
export IMPL_enable_flop_cells=0
export IMPL_rows=30
export IMPL_netlist_area_um2=2200
export IMPL_postSynthCellCount=239
export IMPL_antenna_cells=0
export IMPL_dpl_hpwl_um=2630
export IMPL_vias=1635
export IMPL_async_reset_ff_frac=0
export IMPL_grtUsageTotal=0.0920
export IMPL_chip_area_um2=7680
export IMPL_arrival_ps=3660
export IMPL_stdcell_count=401
export IMPL_ios=67
export IMPL_cp_end_kind="output port"
export IMPL_grt_pass1_wl_um=5730
export IMPL_top_cell_area_share=0.346
export IMPL_drc=0
export IMPL_critical_path_class="register to output port"
export IMPL_wire_per_inst_um=8.61
export IMPL_post_dp_cell_area_um2=2650
export IMPL_largest_reg_flops=26
export IMPL_area_growth_pct=29.3
export IMPL_clock_skew_ps=3.74
export IMPL_grt_pass1_vias=1385
export IMPL_final_cell_area_um2=2840
export IMPL_crit_path_start="secret_reg[1]"
export IMPL_synth_seq_share=0.346
export IMPL_place_inst=379
export IMPL_critPathMaxStageDelay_ps=300
export IMPL_grt_overflow=0
export IMPL_drt_wl_total_um=3450
export IMPL_p_leak_nw=1.33
export IMPL_yosys_area_top_type="dfxtp_1"
export IMPL_rsz0062_at_grt="true"
export IMPL_r2r_end="slow_cnt[14]"
export IMPL_syn_avg_cell_area_um2=9.20
export IMPL_crit_path_top_delay_cell="dfxtp_2"
export IMPL_synth_seq_cells=38
export IMPL_setup_viol=10
export IMPL_ff_type="dfxtp_1"
export IMPL_hold_slack_ps=413
export IMPL_fp_utilization=0.317
export IMPL_reg2reg_slack_ps=2400
export IMPL_warnings=78
export IMPL_crit_chain="inv_2 -> ha_4 -> nor2b_2 -> o21ai_1 -> nand2b_1 -> buf_4 -> o21ba_4 -> buf_2"
export IMPL_antenna_found_initial=0
export IMPL_grt_max_degree=14
export IMPL_drive_gt1_frac=0.236
export IMPL_hold_path_class="register to register"
export IMPL_cp_start_kind="register"
export IMPL_ir_drop_mv=0.115
export IMPL_drtIter0Drc=45
export IMPL_reg2reg_from="slow_cnt[0]"
export IMPL_worstRegToRegCells=5
export IMPL_drtAntennaViolNets=0
export IMPL_power_density_nw_per_um2=268
export IMPL_detail_route_first_pass_iterations=4
export IMPL_worstSetupEndpoint="LEDR[1]"
export IMPL_viasPerCell=4.08
export IMPL_final_setup_worst_slack_ps=-375
export IMPL_slew_violations=0
export IMPL_dieWidth_um=87.6
export IMPL_io_buffers=32
export IMPL_ys_warn_count=2
## worst max-delay path, delay by kind of cell, from the launching register on
kind                       cells  cell delay [ps]
buffers and inverters          3              300
AOI/OAI and AO/OA              2              300
DFF                            1              300
and+or+nand+nor                2              230
adders and majority gates      1              190
## placed cells by master, fill, tap and decap left out, types with 2 or more instances in the layout
| cell type | n |
|---|---|
| nor2b_1 | 2 |
| buf_6 | 3 |
| or3b_2 | 2 |
| dfxtp_2 | 3 |
| nand2_1 | 15 |
| ha_1 | 13 |
| nor2_2 | 3 |
| o21ai_1 | 2 |
| clkbuf_8 | 6 |
| xor2_1 | 8 |
| a32o_1 | 2 |
| nand2b_1 | 9 |
| clkdlybuf4s50_1 | 21 |
| ha_4 | 3 |
| or2_2 | 2 |
| and3_1 | 3 |
| nand4_1 | 5 |
| dfxtp_1 | 35 |
| conb_1 | 28 |
| a22o_1 | 4 |
| inv_1 | 23 |
| nor4_4 | 2 |
| o21a_1 | 2 |
| xnor2_1 | 17 |
| nor3_1 | 2 |
| mux2i_1 | 6 |
| nor2_1 | 15 |
| inv_2 | 5 |
| buf_2 | 10 |
| mux4_2 | 2 |
| nand3_1 | 10 |
| buf_4 | 23 |
| o21ai_0 | 4 |
## layout make-up
| class | count | area, um^2 |
|---|---|---|
| Clock inverter | 13 | 48.8 |
| Tap cell | 96 | 120 |
| Multi-Input combinational cell | 175 | 1290 |
| Fill cell | 664 | 4100 |
| Clock buffer | 6 | 82.6 |
| Sequential cell | 38 | 764 |
| Timing Repair Buffer | 58 | 479 |
| Inverter | 15 | 56.3 |
## what timing repair did
item | CTS | global route
pin swaps | 9 | 3
endpoints found under the hold margin | 0 | 0
gates resized | 47 | 9
buffers inserted | 4 | 1
setup endpoints to repair | 10 | 12
## how the worst min path moves through the flow
stage,startpoint,to,cells after the start
CTS,slow_cnt[0],slow_cnt[0],1
global route,slow_cnt[0],slow_cnt[0],1
finish,slow_cnt[0],slow_cnt[0],1
## report_power, final
| part | total (mW) | internal, mW | switching (mW) |
|---|---|---|---|
| combinational | 0.113 | 0.0708 | 0.0423 |
| sequential | 0.380 | 0.379 | 0.00163 |
| clock | 0.268 | 0.146 | 0.121 |
## cell usage after synthesis, types with 2 or more instances
| cell | n |
|---|---|
| ha_1 | 17 |
| dfxtp_1 | 38 |
| and3_1 | 4 |
| a21oi_1 | 2 |
| or3b_2 | 2 |
| xor2_1 | 8 |
| a32o_1 | 2 |
| o21ai_0 | 6 |
| nor2_1 | 18 |
| buf_4 | 31 |
| nand4_1 | 5 |
| nand2_1 | 15 |
| mux4_2 | 2 |
| nor3_1 | 3 |
| xnor2_1 | 17 |
| a22o_1 | 4 |
| buf_2 | 2 |
| nand2b_1 | 9 |
| o21a_1 | 2 |
| inv_1 | 17 |
| nand3_1 | 10 |
| clkbuf_1 | 3 |
| nor2b_1 | 3 |
| mux2i_1 | 6 |
| nor4_4 | 2 |
| or2_2 | 2 |
## per-stage QoR
stage | utilization | worst slack, ps
4_1_cts | 0.406 | -385
5_1_grt | 0.410 | -511
6_report | 0.410 | -375
3_5_place_dp | 0.381 | -421
3_3_place_gp | 0.381 | -397
2_1_floorplan | - | 21.8
## routing by layer
metal | vias to the layer above | global-route usage | part of all wire
met1 | 723 | 0.123 | 0.49
met2 | 49 | 0.148 | 0.45
met5 | - | 0 | 0
li1 | 861 | - | -
met4 | 0 | 0.0179 | 0.0026
met3 | 2 | 0.0315 | 0.053
## kinds of logic after synthesis
kind of cell | Yosys count | share of synthesized area
and+or+nand+nor | 77 | 0.198
buffers and inverters | 53 | 0.144
DFF | 38 | 0.346
xor gates and xnor gates | 25 | 0.0995
AOI/OAI and AO/OA | 19 | 0.0609
adders and majority gates | 17 | 0.0967
muxes | 9 | 0.0529
other | 1 | 0.00170
