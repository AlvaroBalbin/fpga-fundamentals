==> /design/flow/design.v <==
package InstructionSetPkg;
	parameter DataWidth       = 4;
	typedef enum logic [3:0] 
	{
		JR    = 4'd0,
		LOAD  = 4'd1, 
		STORE = 4'd2, 
		MOVE  = 4'd3,
		NAND  = 4'd4,
		NOR   = 4'd5,
		ROL   = 4'd6, 
		ROR   = 4'd7, 
		LIL   = 4'd8, 
		LIU   = 4'd9, 
		ADC   = 4'd10, 
		SUB   = 4'd11, 
		DIV   = 4'd12, 
		MOD   = 4'd13, 
		MUL   = 4'd14, 
		MUH   = 4'd15
	} eOperation;
	typedef struct packed
	{
		logic Overflow;
		logic Parity;
		logic Negative;
		logic Zero;
		logic Carry;
	} sFlags;
	parameter ImmediateWidth     =    DataWidth/3  + DataWidth%3;
	parameter ImmediateMidStart  =    DataWidth/3  + DataWidth%3;
	parameter ImmediateHighStart = 2*(DataWidth/3) + DataWidth%3;
	parameter AddressWidth    = 16;
	parameter RfAddressWidth  =  6;
	parameter MemAddressWidth = 16;
	parameter OffsetWidth     =  9;
	parameter OpCodeStart     = 12;
	parameter OpCodeSize      =  4;
	parameter RegAStart       =  6;
	parameter RegASize        =  6;
	parameter RegBStart       =  0;
	parameter RegBSize        =  6;
	typedef enum {SPECIAL_PC = 63,SPECIAL_FL = 62} eSpecials;
endpackage
module electronicLockLogic
(
  input  CLOCK_50,
  input  [9:0] SW,
  input  [3:0] KEY,
  output [9:0] LEDR,
  output logic [6:0] HEX0, HEX1, HEX2, HEX3, HEX4, HEX5
);
  logic [3:0] nKEY;
  logic tick;
  logic pressed;
  logic [1:0] keyVal;
  assign nKEY = ~KEY;
  typedef enum logic [2:0] { Start, OneCorrect, TwoCorrect, ThreeCorrect, Unlocked } eState;
  eState currentState, nextState;
  slowClock #(26) U0(.Clock(CLOCK_50), .Reset(SW[9]), .Pulse(tick));
  always_comb begin
    pressed = |nKEY;
    unique case (1'b1)
      nKEY[0]: keyVal = 2'b00;
      nKEY[1]: keyVal = 2'b01;
      nKEY[2]: keyVal = 2'b10;
      nKEY[3]: keyVal = 2'b11;
      default: keyVal = 2'b00;
    endcase
  end
  wire [1:0] key0 = SW[1:0];
  wire [1:0] key1 = SW[3:2];
  wire [1:0] key2 = SW[5:4];
  wire [1:0] key3 = SW[7:6];
  always_ff @(posedge tick or posedge SW[9]) begin
    if (SW[9])
      currentState <= Start;
    else
      currentState <= nextState;
  end
  always_comb begin
    nextState = currentState;
    if (SW[9])
      nextState = Start;
    else begin
      unique case (currentState)
        Start:        if (pressed) nextState = (keyVal == key0) ? OneCorrect   : Start;
        OneCorrect:   if (pressed) nextState = (keyVal == key1) ? TwoCorrect   : Start;
        TwoCorrect:   if (pressed) nextState = (keyVal == key2) ? ThreeCorrect : Start;
        ThreeCorrect: if (pressed) nextState = (keyVal == key3) ? Unlocked     : Start;
        Unlocked:     if (pressed) nextState = Start;
        default:      nextState = Start;
      endcase
    end
  end
  always_comb begin
    LEDR = 10'b0;
    case (currentState)
      Start:        LEDR[0] = 1'b0;
      OneCorrect:   LEDR[0] = 1'b1;
      TwoCorrect:   LEDR[1:0] = 2'b11;
      ThreeCorrect: LEDR[2:0] = 3'b111;
      Unlocked:     LEDR[3:0] = 4'b1111;
      default:      LEDR = 10'b0;
    endcase
  end
  always_comb begin
    if (SW[8]) begin
      HEX5 = 7'b0000110;
      HEX4 = 7'b0000110;
      HEX3 = 7'b0000110;
      HEX2 = 7'b1111111;
      HEX1 = 7'b1111111;
      HEX0 = 7'b1111111;
    end else if (currentState == Unlocked) begin
      HEX5 = 7'b1000000;
      HEX4 = 7'b0001100;
      HEX3 = 7'b0000110;
      HEX2 = 7'b0101011;
      HEX1 = 7'b1111111;
      HEX0 = 7'b1111111;
    end else begin
      HEX5 = 7'b1000110;
      HEX4 = 7'b1000111;
      HEX3 = 7'b1000000;
      HEX2 = 7'b0010010;
      HEX1 = 7'b0000110;
      HEX0 = 7'b0100001;
    end
  end
endmodule
module slowClock #(parameter N = 26)
(
  input  logic Clock,
  input  logic Reset,
  output logic Pulse
);
  logic [N-1:0] Count;
  always_ff @(posedge Clock, posedge Reset)
  begin
    if (Reset)
    begin
      Count <= 0;
      Pulse <= 0;
    end
    else
    begin
      Count <= Count + 1;
      Pulse <= ~|Count;
    end
  end
endmodule
==> /design/flow/run.sh <==
#!/bin/bash
# OpenROAD 26Q1-2900-gdf79404cd8, Yosys 0.63+post, stock flow scripts
make -C /OpenROAD-flow-scripts/flow DESIGN_CONFIG=/design/flow/config.mk WORK_HOME=/design/flow/orfs finish
==> /design/flow/config.mk <==
export PLATFORM = sky130hd
export DESIGN_NAME = electronicLockLogic
export DESIGN_NICKNAME = electronicLockLogic
export VERILOG_FILES = /design/flow/design.v
export SDC_FILE = /design/flow/constraint.sdc
export NUM_CORES = 4
export LEC_CHECK = 1
export CORE_UTILIZATION = 30
==> /design/flow/constraint.sdc <==
current_design electronicLockLogic

set clk_period 6.4
set clk_io_pct 0.2

create_clock -name clk0 -period $clk_period [get_ports {CLOCK_50}]

set non_clock_inputs [all_inputs -no_clocks]
set_input_delay [expr $clk_period * $clk_io_pct] -clock clk0 $non_clock_inputs
set_output_delay [expr $clk_period * $clk_io_pct] -clock clk0 [all_outputs]
==> results_slide.txt <==
Run Summary

Critical path
  • Critical path data required time: 5.12 ns
  • Data arrival, critical path: 2.68 ns
  • FF-to-FF setup slack: 4.74 ns
  • Worst-path fanout max: 6
  • Most used cell, CP: clkdlybuf4s50_1
  • Worst setup SP type: primary input
  • Crit end category: output port
  • Critical path type: primary input to output port
  • Worst path max stage delay: 0.48 ns
  • Critical path's slowest cell: clkdlybuf4s50_1
  • CP cell instances: clkdlybuf4s50_1, or2_2, inv_1, clkdlybuf4s50_1

Yosys
  • Synth Instances: 206
  • Synthesized cell area: 0.002017 mm2
  • Ys flops: 32
  • Yosys cell count: 206
  • Total of warnings raised by yosys: 9
  • Yosys stat area: 0.002017 mm2
  • Avg Cell Area, Syn: 9.791 um2
  • Synth Seq Share: 0.3976
  • Synth cell count leaders: 43 x buf_4, 31 x dfrtp_1, 21 x xnor2_1
  • Commonest flop: dfrtp_1
  • Cell with the most instances after synthesis: buf_4
  • Yosys top cell by area: dfrtp_1
  • Top cells, area: dfrtp_1 38%, buf_4 16%, xnor2_1 9.1%, nand2_1 2.8%, nand3_1 2.7%
  • Cell Type Count: 41
  • Async set or reset register ratio after synthesis: 1.000
  • Area leader share: 0.3846
  • Post-synth EDFFs: 0

Power and ir drop
  • LEAKAGE: 1.066 nW
  • Sw frac: 0.2142
  • Sequential Power Share: 0.563
  • Comb pwr share: 0.130
  • Power Internal: 0.2379 mW
  • Worst VDD drop: 0.00009979 V
  • Total Power: 0.3028 mW
  • Psw: 0.06486 mW
  • Power share of the clock group: 0.307
  • PwrDens: 128.9 mW/mm2

Final timing
  • Setup tns final: 0 ns
  • Endpoints left unconstrained: 9
  • Final hold vios: 0
  • Fmax: 0.2526 GHz
  • Post-layout period usage: 0.6185
  • Worst Skew: 0.007824 ns
  • Count of unclocked register or latch pins: 5
  • Post-route setup slack: 2.442 ns
  • Hold WS: 0.4781 ns
  • Final Max Tran Viols: 0
  • RSZ-0062 raised after global routing: no
  • Final tally of setup violations: 0
  • Tmin final: 3.959 ns

Placed design
  • GP Congestion: 0.7682
  • Dpl cells: 303
  • Port bufs: 44
  • Dpl cell area: 0.002303 mm2
  • Dpl ws: 2.433 ns
  • DP Wirelength: 2425 um

Clock tree
  • # Post-CTS Setup Buffers: 0
  • Cts-stage hold buffer count: 0
  • CTS Buffer Depth: 2
  • Late-Pin Clk Latency: 0.27 ns
  • Htree depth: 1
  • CTS tree: done
  • CTS root buf: clkbuf_8
  • Clock-pin slew on the worst setup and hold paths: 0.09 ns
  • CTS-repair resized insts: 0
  • Clock buffer count from CTS: 3

Route
  • DRT iter0 DRCs: 54
  • ANT cells: 0
  • Vias/cell: 4.479
  • Vias: 1375
  • Total Wirelength: 3163 um
  • DR pass1 iterations: 46
  • Wirelength per Cell: 10.30 um
  • ANT nets after route: 0
  • Drt drc: 23

Global route
  • Global-route wire length before repair: 5478 um
  • Global route overflow: 0
  • Global Route Usage Sum: 0.09238
  • Initial antenna violation count: 0
  • Vias in the first global route: 1218
  • Largest net degree at the start of global routing: 33

Floorplan
  • I/O pin cnt: 67
  • Die Y: 84.00 um
  • Die extent in x: 84.00 um
  • Die area: 0.007055 mm2
  • Starting density of the core: 0.3140
  • Core area: 0.006422 mm2
  • # rows: 29

Job
  • Tool warning count: 26
  • Max-cap violations: 0

Cells and area
  • Layout cells sized above 1: 0.07826
  • Final instance area: 0.002350 mm2
  • Synth-to-layout area growth: 16.50%
  • Fin util: 0.3659
  • Final Non-Filler Cells: 307

Worst hold path
  • Hold Crit Class: register to register

Outcome
  • Status: finished, violations left
  • Failing checks: DRC
[state kept, by name (all words and copies together), names as in the netlist]
| name | count |
|---|---|
| U0.Count | 26 |
| U0.Pulse | 1 |
| currentState | 5 |
[final cells by class]
class / instances / area, um2
Fill cell: 627 / 4073
Multi-Input combinational cell: 140 / 923.4
Sequential cell: 32 / 802.0
Timing Repair Buffer: 45 / 447.9
Tap cell: 77 / 96.34
Clock buffer: 3 / 41.29
Inverter: 9 / 33.78
Clock inverter: 1 / 5.005
[power by group through the flow]
stage	Clock (mW)	Combinational, mW	Sequential [mW]
6_report	0.0930	0.0393	0.171
5_1_grt	0.107	0.0442	0.171
4_1_cts	0.0984	0.0401	0.171
[cells by family (layout without fill, tap and decap cells)]
family	count (synthesis)	count (layout)	synth area share
adder cells (fa/ha/maj)	2	2	0.01240
flip-flops	32	32	0.3976
AND-OR/OR-AND	17	17	0.06266
other	2	22	0.003723
AND/OR/NAND/NOR	72	72	0.2246
XOR/XNOR	27	27	0.1172
buffers and inverters	54	58	0.1818
[per-layer routing]
layer  track usage  vias up  share of wire
met3       0.01104        2          0.056
met2        0.1461       42           0.46
met4       0.01254        0         0.0073
met5             0        -              0
met1        0.1433      641           0.47
li1              -      690              -
[critical path: cells and delay by family]
family / cells / cell delay [ns]
simple gates: 1 / 0.37
buf+inv: 3 / 1.03
[worst paths after layout]
kind,startpoint,cells past startpoint,end
worst min register to register,U0.Count[25]$_DFF_PP0_,1,U0.Count[25]$_DFF_PP0_
min in group asynchronous,SW[9],3,U0.Count[20]$_DFF_PP0_
worst max register to register,U0.Count[1]$_DFF_PP0_,5,U0.Count[16]$_DFF_PP0_
worst min-delay path,U0.Count[25]$_DFF_PP0_,1,U0.Count[25]$_DFF_PP0_
worst max-delay path,SW[8],4,HEX3[6]
max in group asynchronous,SW[9],3,U0.Count[4]$_DFF_PP0_
[placed cells by master (no fill, tap or decap), types with 2 or more instances in the layout]
master / n
a31oi_1: 3
nor4_1: 4
dfrtp_1: 31
or2_2: 4
nor3_1: 3
nand4_1: 4
nand4_4: 2
nand3_1: 11
nand4b_1: 3
a21oi_1: 2
o21ai_0: 2
conb_1: 22
ha_1: 2
a2bb2oi_1: 2
xnor2_1: 21
nand2_1: 15
nor2_1: 12
nor4_4: 2
inv_1: 9
clkbuf_8: 3
nor2b_1: 2
o32ai_1: 2
xor2_1: 6
clkdlybuf4s50_1: 44
Power figures rest on the tool's default switching activity, not on a simulated workload.
